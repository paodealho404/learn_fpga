File: flow/run.sh
#!/bin/bash
# OpenROAD 26Q1-2900-gdf79404cd8, Yosys 0.63+post, stock flow scripts
make -C /OpenROAD-flow-scripts/flow DESIGN_CONFIG=/design/flow/config.mk WORK_HOME=/design/flow/orfs finish
File: flow/config.mk
export PLATFORM = sky130hd
export DESIGN_NAME = main
export DESIGN_NICKNAME = main
export VERILOG_FILES = /design/flow/design.v
export SDC_FILE = /design/flow/constraint.sdc
export NUM_CORES = 4
export LEC_CHECK = 1
export CORE_UTILIZATION = 40
File: flow/constraint.sdc
current_design main

set clk_period 3.5
set clk_io_pct 0.2

create_clock -name clk0 -period $clk_period [get_ports {clk}]

set non_clock_inputs [all_inputs -no_clocks]
set_input_delay [expr $clk_period * $clk_io_pct] -clock clk0 $non_clock_inputs
set_output_delay [expr $clk_period * $clk_io_pct] -clock clk0 [all_outputs]
File: flow/design.v
module receiver (
    input  wire       clk,
    input  wire       rst_n,
    input  wire       rx,
    output reg  [7:0] data_out,
    output reg        data_ready
);
    parameter integer CLK_FREQ = 27_000_000;
    parameter integer BAUD_RATE = 115200;
    localparam integer CYC_PER_BIT = CLK_FREQ / BAUD_RATE;
    localparam integer HALF_CYC_PER_BIT = CYC_PER_BIT / 2;
    reg [1:0] rx_sync;
    always @(posedge clk or negedge rst_n) begin
        if (!rst_n) begin
            rx_sync <= 2'b11;
        end else begin
            rx_sync <= {rx_sync[0], rx};
        end
    end
    localparam [1:0] STATE_IDLE = 2'd0;
    localparam [1:0] STATE_START = 2'd1;
    localparam [1:0] STATE_DATA = 2'd2;
    localparam [1:0] STATE_STOP = 2'd3;
    reg [ 1:0] state;
    reg [ 2:0] bit_index;
    reg [15:0] clk_count;
    reg [ 7:0] rx_shift_reg;
    always @(posedge clk or negedge rst_n) begin
        if (!rst_n) begin
            state        <= STATE_IDLE;
            data_out     <= 8'd0;
            data_ready   <= 1'b0;
            bit_index    <= 3'd0;
            clk_count    <= 16'd0;
            rx_shift_reg <= 8'd0;
        end else begin
            data_ready <= 1'b0;
            case (state)
                STATE_IDLE: begin
                    clk_count <= 16'd0;
                    bit_index <= 3'd0;
                    if (rx_sync[1] == 1'b0) begin
                        state <= STATE_START;
                    end
                end
                STATE_START: begin
                    if (clk_count < HALF_CYC_PER_BIT - 1) begin
                        clk_count <= clk_count + 1'b1;
                    end else begin
                        if (rx_sync[1] == 1'b0) begin
                            clk_count <= 16'd0;
                            state     <= STATE_DATA;
                        end else begin
                            state <= STATE_IDLE;
                        end
                    end
                end
                STATE_DATA: begin
                    if (clk_count < CYC_PER_BIT - 1) begin
                        clk_count <= clk_count + 1'b1;
                    end else begin
                        clk_count               <= 16'd0;
                        rx_shift_reg[bit_index] <= rx_sync[1];
                        if (bit_index < 3'd7) begin
                            bit_index <= bit_index + 1'b1;
                        end else begin
                            bit_index <= 3'd0;
                            state     <= STATE_STOP;
                        end
                    end
                end
                STATE_STOP: begin
                    if (clk_count < CYC_PER_BIT - 1) begin
                        clk_count <= clk_count + 1'b1;
                    end else begin
                        clk_count <= 16'd0;
                        if (rx_sync[1] == 1'b1) begin
                            data_out   <= rx_shift_reg;
                            data_ready <= 1'b1;
                        end
                        state <= STATE_IDLE;
                    end
                end
                default: begin
                    state <= STATE_IDLE;
                end
            endcase
        end
    end
endmodule
module transmitter (
    input  wire       clk,
    input  wire       rst_n,
    input  wire [7:0] data_in,
    input  wire       tx_start,
    output reg        tx,
    output reg        busy
);
    parameter integer CLK_FREQ = 27_000_000;
    parameter integer BAUD_RATE = 115200;
    localparam integer CYC_PER_BIT = CLK_FREQ / BAUD_RATE;
    localparam [1:0] STATE_IDLE = 2'd0;
    localparam [1:0] STATE_START = 2'd1;
    localparam [1:0] STATE_DATA = 2'd2;
    localparam [1:0] STATE_STOP = 2'd3;
    reg [ 1:0] state;
    reg [ 2:0] bit_index;
    reg [15:0] clk_count;
    reg [ 7:0] tx_shift_reg;
    always @(posedge clk or negedge rst_n) begin
        if (!rst_n) begin
            state        <= STATE_IDLE;
            tx           <= 1'b1;   
            busy         <= 1'b0;
            bit_index    <= 3'd0;
            clk_count    <= 16'd0;
            tx_shift_reg <= 8'd0;
        end else begin
            case (state)
                STATE_IDLE: begin
                    tx        <= 1'b1;   
                    busy      <= 1'b0;
                    bit_index <= 3'd0;
                    clk_count <= 16'd0;
                    if (tx_start) begin
                        tx_shift_reg <= data_in;
                        state        <= STATE_START;
                        busy         <= 1'b1;
                    end
                end
                STATE_START: begin
                    tx <= 1'b0;   
                    if (clk_count < CYC_PER_BIT - 1) begin
                        clk_count <= clk_count + 1'b1;
                    end else begin
                        clk_count <= 16'd0;
                        state     <= STATE_DATA;
                    end
                end
                STATE_DATA: begin
                    tx <= tx_shift_reg[bit_index];   
                    if (clk_count < CYC_PER_BIT - 1) begin
                        clk_count <= clk_count + 1'b1;
                    end else begin
                        clk_count <= 16'd0;
                        if (bit_index < 3'd7) begin
                            bit_index <= bit_index + 1'b1;
                        end else begin
                            bit_index <= 3'd0;
                            state     <= STATE_STOP;
                        end
                    end
                end
                STATE_STOP: begin
                    tx <= 1'b1;   
                    if (clk_count < CYC_PER_BIT - 1) begin
                        clk_count <= clk_count + 1'b1;
                    end else begin
                        clk_count <= 16'd0;
                        state     <= STATE_IDLE;
                        busy      <= 1'b0;
                    end
                end
                default: state <= STATE_IDLE;
            endcase
        end
    end
endmodule
module fifo (
    input  wire       clk,
    input  wire       rst_n,
    input  wire       write_en,
    input  wire [7:0] write_data,
    output wire       write_full,   
    input  wire       read_en,
    output wire [7:0] read_data,    
    output wire       read_empty,   
    output wire [4:0] count         
);
    parameter integer DEPTH = 16;
    parameter integer ADDR_WIDTH = 4;
    reg [         7:0] fifo_mem  [DEPTH-1:0];
    reg [ADDR_WIDTH:0] write_ptr;
    reg [ADDR_WIDTH:0] read_ptr;
    always @(posedge clk or negedge rst_n) begin
        if (!rst_n) begin
            write_ptr <= 5'd0;
            read_ptr  <= 5'd0;
        end else begin
            if (write_en && !write_full) begin
                fifo_mem[write_ptr[ADDR_WIDTH-1:0]] <= write_data;
                write_ptr                           <= write_ptr + 1'b1;
            end
            if (read_en && !read_empty) begin
                read_ptr <= read_ptr + 1'b1;
            end
        end
    end
    assign write_full = (write_ptr - read_ptr) == DEPTH;
    assign read_empty = (write_ptr == read_ptr);
    assign read_data = fifo_mem[read_ptr[ADDR_WIDTH-1:0]];
    assign count = (write_ptr >= read_ptr) ? 
                   (write_ptr[ADDR_WIDTH-1:0] - read_ptr[ADDR_WIDTH-1:0]) :
                   (DEPTH - read_ptr[ADDR_WIDTH-1:0] + write_ptr[ADDR_WIDTH-1:0]);
endmodule
module main (
    input  wire clk,
    input  wire rst_n,
    input  wire rx,
    output wire tx
);
    wire [7:0] rx_data;
    wire       rx_data_ready;
    wire [7:0] fifo_read_data;
    wire       fifo_empty;
    wire       fifo_full;
    wire [4:0] fifo_count;
    reg        fifo_read_en;
    wire       tx_busy;
    reg        tx_start;
    reg  [7:0] tx_data;
    receiver uart_receiver (
        .clk       (clk),
        .rst_n     (rst_n),
        .rx        (rx),
        .data_out  (rx_data),
        .data_ready(rx_data_ready)
    );
    fifo buffer (
        .clk       (clk),
        .rst_n     (rst_n),
        .write_en  (rx_data_ready),
        .write_data(rx_data),
        .write_full(fifo_full),
        .read_en   (fifo_read_en),
        .read_data (fifo_read_data),
        .read_empty(fifo_empty),
        .count     (fifo_count)
    );
    transmitter uart_transmitter (
        .clk     (clk),
        .rst_n   (rst_n),
        .tx_start(tx_start),
        .data_in (tx_data),
        .tx      (tx),
        .busy    (tx_busy)
    );
    always @(posedge clk or negedge rst_n) begin
        if (!rst_n) begin
            fifo_read_en <= 1'b0;
            tx_start     <= 1'b0;
            tx_data      <= 8'd0;
        end else begin
            fifo_read_en <= 1'b0;
            tx_start     <= 1'b0;
            if (!fifo_empty && !tx_busy && !tx_start) begin
                fifo_read_en <= 1'b1;   
                tx_data      <= fifo_read_data;   
                tx_start     <= 1'b1;   
            end
        end
    end
    wire [7:0] tx_captured;
    wire       tx_captured_ready;
    receiver tx_monitor (
        .clk       (clk),
        .rst_n     (rst_n),
        .rx        (tx),
        .data_out  (tx_captured),
        .data_ready(tx_captured_ready)
    );
    reg [7:0] last_tx_captured;
    always @(posedge clk or negedge rst_n) begin
        if (!rst_n) last_tx_captured <= 8'd0;
        else if (tx_captured_ready) last_tx_captured <= tx_captured;
    end
endmodule
==> reports/results.tsv <==
stage	metric	value	unit
worst_setup_path	end_kind	flop	
pwr	p_sw_frac	0.1900	
clocking	ctsHoldBuffers	0	
clocking	clock_path_buffers	3	
clocking	worstSkewPairLatency	0.51	ns
sta	setup_viol	0	
worst_setup_path	crit_buf_inv	1	
routing	ant_nets	0	
pwr	seq_power_share	0.512	
worst_setup_path	crit_chain	inv_1 -> ha_1 -> nor2b_1 -> o211a_1 -> o221ai_1 -> nand2_1 -> nor2_1 -> and4_1	
worst_setup_path	slowest_delay	0.56	ns
job	warning_count	36	
floorplan	num_rows	55	
worst_setup_path	critPathTopFamily	simple AND/OR/NAND/NOR gates	
pwr	leakage	4.282	nW
sta	finalSetupTns	0	ns
sta	fin_crit_sh	0.7632	
logic_synthesis	synth_warnings	5	
routing	drtIter0Drc	429	
worst_setup_path	cp.depth	8	
sta	rsz0062_at_grt	false	
logic_synthesis	synth.largest_area_cell	edfxtp_1	
grt	grt_pass1_vias	5932	
clocking	cts-htree-levels	1	
place	place_congestion	0.8722	
status	status	completed	
pwr	ir_drop	0.2911	mV
pwr	power_frac_clock	0.483	
worst_setup_path	cp_slowest_cell	and4_1	
logic_synthesis	synth_cell_types	71	
logic_synthesis	yosys_area	9355	um^2
logic_synthesis	synthTopCellsByArea	edfxtp_1 41%, dfrtp_1 24%, ha_1 2.9%	
sta	hold_viol	0	
sta	relSlewSlack	0.4050	
sta	fin_ws	0.8287	ns
grt	grt_pass1_wl	32850	um
logic_synthesis	synth_top_area_share	0.4109	
floorplan	dieHeight	154.9	um
cells_and_area	regArea	6202	um^2
job	maxCapViolations	0	
clocking	clock-sinks	222	
clocking	post_cts_buffers	0	
worst_setup_path	crit_arrival	2.82	ns
pwr	pwr-share-comb	0.006	
routing	num_vias	5907	
cells_and_area	mi_logic_area	2942	um^2
worst_setup_path	cp.required	3.65	ns
routing	via_per_inst	5.562	
place	port-buffer-count	3	
clocking	post_cts_resized	0	
logic_synthesis	async_flop_share	0.4234	
routing	drc	0	
grt	grt_use_total	0.1890	
floorplan	initCoreUtil	0.4107	
floorplan	num_io_pins	4	
cells_and_area	n_fill_cell	1882	
floorplan	die_x	154.9	um
pwr	p_per_area	504.9	nW/um^2
pwr	p_sw	0.001024	W
cells_and_area	drive_above_1_share	0.1375	
grt	antenna_found_initial	0	
sta	tightest_slew	0.8866	ns
worst_setup_path	path_max_fanout	8	
routing	drt-pass1-iter-count	6	
routing	antenna_cells_inserted	0	
logic_synthesis	postSynthSeqShare	0.6630	
worst_setup_path	cp-start-kind	flop	
logic_synthesis	flop_cell	edfxtp_1	
sta	clock.fmax	374.4	MHz
cells_and_area	largest_reg_flops	128	
worst_setup_path	reg2reg_depth	8	
logic_synthesis	syn-cell-area	9355	um^2
logic_synthesis	ys_ff	222	
sta	slew_violations	0	
logic_synthesis	netlist_instances	709	
routing	wl_per_cell	19.00	um
clocking	cts-root-buf	clkbuf_16	
clocking	cts_tree	yes	
routing	totalWireLength	20180	um
floorplan	core	22780	um^2
cells_and_area	area_growth	14.10	%
logic_synthesis	syn_area_per_cell	13.19	um^2
place	dp_hpwl	12920	um
clocking	cts_buffers	24	
logic_synthesis	ys_cells	709	
place	dp_slack	0.8445	ns
worst_hold_path	holdCritPathClass	primary input to async pin	
sta	fin_worst_skew	0.007147	ns
clocking	clkTransAtPathRegs	0.06	ns
grt	grt_max_degree	45	
pwr	p_int	0.004366	W
grt	grt_overflow	0	
worst_setup_path	crit_type	flop to flop	
floorplan	die-area	24000	um^2
sta	period_minus_slack	2.671	ns
logic_synthesis	edf_count	128	
worst_setup_path	r2r_slack	0.83	ns
-- layout make-up --
cell class	instances	share of cell area
Tap cell	313	0.03669
Clock inverter	10	0.01043
Inverter	29	0.01020
Sequential cell	222	0.5811
Multi-Input combinational cell	431	0.2756
Clock buffer	32	0.06799
Timing Repair Buffer	25	0.01805
-- per-stage QoR --
| step | hold WS, ns | utilization | total power, W | std cells | instance area (um^2) |
|---|---|---|---|---|---|
| after floorplan | 0.3452 | - | 0.002813 | 716 | 9382 |
| after global placement | 0.3508 | 0.4319 | 0.002841 | 1020 | 9837 |
| after detailed placement | 0.3524 | 0.4319 | 0.002842 | 1020 | 9837 |
| after CTS | 0.06007 | 0.4686 | 0.005439 | 1062 | 10670 |
| after global routing | 0.07496 | 0.4686 | 0.005547 | 1062 | 10670 |
| final | 0.06594 | 0.4686 | 0.005390 | 1062 | 10670 |
-- synth_stat cells (8+ instances only) --
cell      count
nor2_1       36
a22o_1        9
dfrtp_1      89
nor3_1       13
inv_1        28
and3_1       15
clkbuf_1     20
a221oi_1      8
a222oi_1      9
xnor2_1      11
ha_1         22
nand3_1      35
buf_1        10
a31oi_1      13
mux2_2       22
edfxtp_1    128
o21ai_0      40
a22oi_1      16
a21oi_1      17
nand2_1      47
or3_1        11
nor2b_1       8
-- logic make-up after synthesis --
group / count (synthesis) / share of synthesized area
and+or+nand+nor: 199 / 0.1081
other: 1 / 0.0004008
DFF: 222 / 0.6630
xor gates and xnor gates: 16 / 0.01498
buffers and inverters: 63 / 0.02608
muxes: 29 / 0.03812
adders and majority gates: 22 / 0.02942
AOI/OAI and AO/OA: 157 / 0.1200
-- path summary, 6_finish.rpt --
kind,start,end
setup / recovery,buffer.read_ptr[1],buffer.fifo_mem[11][5]
hold / removal,rst_n,uart_transmitter.state[1]
setup reg to reg,buffer.read_ptr[1],buffer.fifo_mem[11][5]
hold reg to reg,uart_receiver.rx_sync[0],uart_receiver.rx_sync[1]
max in group asynchronous,rst_n,uart_receiver.rx_sync[0]
min in group clk0,uart_receiver.rx_sync[0],uart_receiver.rx_sync[1]
-- placed cells by master, fill, tap and decap left out, types with 15 or more instances in the layout --
cell type / n
edfxtp_1: 128
clkbuf_16: 28
nand2_1: 47
dfrtp_1: 89
a22oi_1: 16
inv_1: 28
ha_1: 22
nand3_1: 35
mux2_2: 22
buf_4: 23
nor2_1: 36
and3_1: 15
a21oi_1: 17
o21ai_0: 40
-- power by group through the flow --
stage	logic, W	registers, W	clock network [W]
final	0.0000305	0.00276	0.00260
after global routing	0.0000373	0.00276	0.00275
after CTS	0.0000327	0.00276	0.00265
-- worst reg2reg max path: stages, from the launching register on --
cell and delay, ns:
dfrtp_1 0.39, inv_1 0.10, ha_1 0.32, nor2b_1 0.15, o211a_1 0.19, o221ai_1 0.21
nand2_1 0.11, nor2_1 0.28, and4_1 0.56
-- routing by layer --
layer  routed length, um  global-route usage  up-vias
met5                  61             0.03934        -
met4                 567             0.04149        2
met3                1947             0.07234       45
met2                9050              0.2765      236
met1                8552              0.2821     2887
li1                    -                   -     2737
Power and IR drop assume default switching activity.
